[design/flow/constraint.sdc]
current_design riscv_router

set clk_period 28.6
set clk_io_pct 0.2

create_clock -name clk0 -period $clk_period

set non_clock_inputs [all_inputs -no_clocks]
set_input_delay [expr $clk_period * $clk_io_pct] -clock clk0 $non_clock_inputs
set_output_delay [expr $clk_period * $clk_io_pct] -clock clk0 [all_outputs]
[design/flow/design.v]
`timescale 1ns / 1ps
module riscv_router #(
    parameter DBUS_DATA_WIDTH      = 64,                
    parameter DMEM_ADDR_WIDTH      = 64                 
)(
    input                              i_core_data_wr_en    ,   
    input                              i_core_data_rd_en    ,   
    input [7:0]                        i_core_data_mask     ,   
    input [DMEM_ADDR_WIDTH-1 : 0]      i_core_addr          ,   
    input [DBUS_DATA_WIDTH-1 : 0]      i_core_wdata         ,   
    output reg [DBUS_DATA_WIDTH-1 : 0] o_core_rdata         ,   
    output reg                         o_core_rdata_valid   ,   
    output reg                         o_core_data_wr_ready ,   
    output reg                         o_port0_wr_en        ,   
    output reg                         o_port0_rd_en        ,   
    output reg [7:0]                   o_port0_data_mask    ,   
    output reg [DMEM_ADDR_WIDTH-1 : 0] o_port0_addr         ,   
    output reg [DBUS_DATA_WIDTH-1 : 0] o_port0_wdata        ,   
    input      [DBUS_DATA_WIDTH-1 : 0] i_port0_rdata        ,   
    input                              i_port0_rdata_valid  ,   
    input     				           i_port0_wr_ready	    ,   
    output reg                         o_port1_wr_en     ,
    output reg                         o_port1_rd_en     ,
    output reg [DMEM_ADDR_WIDTH-1 : 0] o_port1_addr      , 
    output reg [DBUS_DATA_WIDTH-1 : 0] o_port1_wdata     ,
    input      [DBUS_DATA_WIDTH-1 : 0] i_port1_rdata     ,
    input    				           i_port1_wr_ready	    ,   
    input                              i_port1_rdata_valid      
);
localparam PORT0_ADDR_PATTERN   = 64'h0000_0000_8000_0000  ;   
localparam PORT1_ADDR_PATTERN   = 64'h0000_0000_0200_0000  ;   
localparam PORT0_ADDR_MASK      = 64'h0000_0000_FFFF_0000  ;
localparam PORT1_ADDR_MASK      = 64'h0000_0000_FFFF_0000  ;
reg [1:0] port_sel ;
always @(*) begin
    if((i_core_addr & PORT1_ADDR_MASK) == PORT1_ADDR_PATTERN)       port_sel = 2'b01 ;  
    else if((i_core_addr & PORT0_ADDR_MASK) == PORT0_ADDR_PATTERN)  port_sel = 2'b00 ;  
    else port_sel = 2'b00 ;
end
always@(*) begin
    case(port_sel)
        2'b00 : begin 
            o_core_rdata        = i_port0_rdata        ;
            o_core_data_wr_ready= i_port0_wr_ready	   ;
            o_core_rdata_valid  = i_port0_rdata_valid  ;
        end
        2'b01 : begin 
            o_core_rdata        = i_port1_rdata ;
            o_core_data_wr_ready= i_port1_wr_ready	   ;
            o_core_rdata_valid  = i_port1_rdata_valid  ;
        end
        default : begin 
            o_core_rdata        = i_port0_rdata ;
            o_core_data_wr_ready= i_port0_wr_ready	   ;
            o_core_rdata_valid  = i_port0_rdata_valid  ;
        end
    endcase
end
always@(*) begin
    if(port_sel ==2'b00) begin
        o_port0_wdata = i_core_wdata        ;
        o_port0_addr  = i_core_addr         ;
        o_port0_wr_en = i_core_data_wr_en   ;
        o_port0_rd_en = i_core_data_rd_en   ;
        o_port0_data_mask  =  i_core_data_mask ;   
    end
    else begin
        o_port0_wdata = {(DBUS_DATA_WIDTH){1'b0}} ;
        o_port0_addr  = {(DMEM_ADDR_WIDTH){1'b0}} ;
        o_port0_wr_en = 1'b0 ;
        o_port0_rd_en = 1'b0 ;   
        o_port0_data_mask  =  8'd0 ;       
    end
end
always@(*) begin
    if(port_sel ==2'b01) begin
        o_port1_wdata = i_core_wdata        ;
        o_port1_addr  = i_core_addr         ;
        o_port1_wr_en = i_core_data_wr_en   ;
        o_port1_rd_en = i_core_data_rd_en   ;
    end
    else begin
        o_port1_wdata = {(DBUS_DATA_WIDTH){1'b0}} ;
        o_port1_addr  = {(DMEM_ADDR_WIDTH){1'b0}} ;
        o_port1_wr_en = 1'b0 ;
        o_port1_rd_en = 1'b0 ;         
    end
end
endmodule
[design/flow/config.mk]
export PLATFORM = sky130hd
export DESIGN_NAME = riscv_router
export DESIGN_NICKNAME = riscv_router
export VERILOG_FILES = /design/flow/design.v
export SDC_FILE = /design/flow/constraint.sdc
export NUM_CORES = 4
export LEC_CHECK = 1
export CORE_AREA = 10 10 237 237
export DIE_AREA = 0 0 247 247
[design/flow/run.sh]
#!/bin/bash
# OpenROAD 26Q1-2900-gdf79404cd8, Yosys 0.63+post, stock flow scripts
make -C /OpenROAD-flow-scripts/flow DESIGN_CONFIG=/design/flow/config.mk WORK_HOME=/design/flow/orfs finish
==> flow_summary_export.csv <==
group,metric,value,unit
run_status,outcome,"finished clean",
detailed_routing,antenna_left,0,
final_timing,holdWs,12270,ps
final_timing,fin_crit_sh,52.1,%
yosys,synth_cells,372,
power,p_per_area,8.99,nW/um^2
worst_hold_path,min_to,"o_port0_addr[22]",
critical_path,crit_fanout,88,
final_layout,flop-count,0,
critical_path,endpoint_kind,"output pin",
yosys,xor_share,0,%
worst_hold_path,min_path_cells,2,
clock_tree,cts_hold_buf,0,
yosys,ys_sh_adder,0,%
final_timing,worst_pin_slew,782,ps
final_layout,flop_area,0,um^2
final_layout,finalNonFillerCells,1600,
floorplan,die_h,247,um
critical_path,required,22880,ps
detailed_routing,drtPass1Iterations,4,
floorplan,row_count,83,
floorplan,die_area,61000,um^2
place,place_inst,1597,
floorplan,core_area,51200,um^2
final_timing,hold_viol,0,
yosys,yosys.area_share.simple,56.6,%
detailed_routing,drtIter0Drc,116,
floorplan,fp-utilization,5.25,%
yosys,top_cells_by_area,"and2_1 (55%), mux2_2 (28%), buf_6 (6.7%)",
final_timing,rsz0062_at_grt,"no",
yosys,ys_cells,372,
final_timing,period_needed,14890,ps
power,peakVddDrop,0.00000540,V
yosys,postSynthSeqShare,0,%
global_route,grt_pass1_wl,38600,um
yosys,yosysChipArea,2690,um^2
clock_tree,post_cts_buffers,0,
place,portBuffers,589,
yosys,ys_sh_aoi,0,%
critical_path,arrival,9170,ps
final_layout,syn_to_final_growth,239,%
yosys,top_logic_kind,"simple AND/OR/NAND/NOR gates",
yosys,top_area_cell,"and2_1",
run,max_cap_viol_count,0,
critical_path,path_class,"input port to output pin",
detailed_routing,vias,4679,
global_route,grt_max_degree,89,
critical_path,worstSetupStartpointType,"input port",
place,gp_congestion,0.891,
final_timing,fmax,67.2,MHz
power,leakage,3.18,nW
detailed_routing,wl,30200,um
yosys,synth_area,2690,um^2
global_route,track_usage,8.98,%
final_timing,slew_violations,0,
final_layout,utilization,17.8,%
place,dp.final_hpwl,27900,um
yosys,synth_cell_types,11,
global_route,grt_pass1_vias,4962,
global_route,grt_overflow,0,
run,warnings,32,
worst_hold_path,holdCritPathClass,"input port to output pin",
worst_hold_path,hp-start,"i_core_addr[22]",
yosys,yosys_warnings,1,
yosys,syn_area_per_cell,7.23,um^2
detailed_routing,drc,0,
final_layout,nClkBuffers,0,
final_layout,drive_gt1_share,7.85,%
yosys,synth_top_area_share,55.1,%
final_timing,setup_viol,0,
floorplan,fp.dieW,247,um
clock_tree,ctsResizeCount,0,
yosys,mux_area_share,27.6,%
floorplan,ios,604,
global_route,antenna_found_initial,14,
final_timing,fin_tns_setup,0,ps
detailed_routing,vias_per_cell,2.92,
detailed_routing,wl_per_cell,18.8,um
final_timing,slew_headroom,47.8,%
[cell families after synthesis]
group / Yosys count
buffers and inverters: 63
muxes: 66
other: 1
and+or+nand+nor: 242
[metal layers]
layer	global-route usage, %	share of wire (%)	vias up	routed length (um)
li1	-	-	2231	-
met1	10.4	38	2021	11500
met2	15.5	47	391	14200
met3	3.63	13	24	3810
met4	1.43	1.7	12	523
met5	0	0.22	-	65
[stage by stage]
| step | setup WS [ps] | cell area [um^2] | power, mW |
|---|---|---|---|
| after global placement | 13590 | 9110 | 0.0835 |
| after CTS | 13650 | 9110 | 0.0840 |
| after global routing | 13440 | 9110 | 0.0877 |
| final | 13710 | 9110 | 0.0819 |
| after detailed placement | 13650 | 9110 | 0.0835 |
| after floorplan | 15970 | 2740 | 0.00953 |
[worst max-delay path by stage]
stage | from | slack, ps | cells past startpoint | to
4_1_cts | i_core_addr[29] | 13650 | 8 | o_core_rdata[44]
5_1_grt | i_core_addr[17] | 13440 | 8 | o_core_rdata[45]
6_report | i_core_addr[29] | 13710 | 8 | o_core_rdata[45]
[placed cells by master, fill, tap and decap left out]
master | netlist | final
nor4b_2 | 1 | 1
inv_6 | 0 | 1
nor4_1 | 3 | 3
mux2_2 | 66 | 66
buf_4 | 16 | 4
conb_1 | 1 | 15
clkdlybuf4s50_1 | 0 | 589
and2_1 | 237 | 237
diode_2 | 0 | 3
nand4_1 | 1 | 1
[layout make-up]
type               count  area, um^2
repair buffers       593        5930
multi-input cells    323        2320
fillers             5724       42100
diodes                 3        7.51
well taps            680         851
inverters              1        8.76
[synth_stat cells]
library cell	count
and2_1	237
buf_2	1
buf_4	16
buf_6	16
clkbuf_1	29
clkinv_2	1
conb_1	1
mux2_2	66
nand4_1	1
nor4_1	3
nor4b_2	1
[report_power, final]
group	internal (mW)	switching, mW
clock network	0.0000000141	0
registers	0	0
logic	0.0635	0.0184
total	0.0635	0.0184
[critical path: stages]
cell and delay (ps):
clkdlybuf4s50_1 430, nor4_1 470, nand4_1 310, buf_4 350, inv_6 330, buf_4 610, mux2_2 420, clkdlybuf4s50_1 420
Power figures rest on the tool's default switching activity, not on a simulated workload.
