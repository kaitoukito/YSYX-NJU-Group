`./config.mk`:
```
export PLATFORM = sky130hd
export DESIGN_NAME = mem_ctrl
export DESIGN_NICKNAME = mem_ctrl
export VERILOG_FILES = /design/flow/design.v
export SDC_FILE = /design/flow/constraint.sdc
export NUM_CORES = 4
export LEC_CHECK = 1
export CORE_AREA = 10 10 183 183
export DIE_AREA = 0 0 193 193
```
`./constraint.sdc`:
```
current_design mem_ctrl

set clk_period 13.5
set clk_io_pct 0.2

create_clock -name clk0 -period $clk_period

set non_clock_inputs [all_inputs -no_clocks]
set_input_delay [expr $clk_period * $clk_io_pct] -clock clk0 $non_clock_inputs
set_output_delay [expr $clk_period * $clk_io_pct] -clock clk0 [all_outputs]
```
`./design.v`:
```
`timescale 1ns / 1ps
module mem_ctrl(
    input rst,
    input [7:0]mem_byte_enble,
    input [63:0]mem_addr,
    input mem_rd_en,
    input mem_wr_en,
    input [63:0]mem_wr_data,
    output reg [63:0]mem_rd_data,
    output  [63:0]ram_addr,
    output  ram_wr_en,
    output reg  [63:0]ram_wmask,
    output reg  [63:0]ram_wr_data,
    output  ram_rd_en,
    input    [63:0]ram_rd_data
);  
    reg [63:0] sb_ram_wmask   ;
    reg [63:0] sb_ram_wr_data ;
    reg [63:0] sh_ram_wmask   ;
    reg [63:0] sh_ram_wr_data ;
    reg [63:0] sw_ram_wmask   ;
    reg [63:0] sw_ram_wr_data ;
    reg [63:0] sd_ram_wmask   ;
    reg [63:0] sd_ram_wr_data ;
    reg [63:0] lb_ram_rd_data ;
    reg [63:0] lh_ram_rd_data ;
    reg [63:0] lw_ram_rd_data ;
    reg [63:0] ld_ram_rd_data ;
    assign ram_addr = mem_addr;
    assign ram_wr_en = rst ? 0 : mem_wr_en;
    assign ram_rd_en = rst ? 0 : mem_rd_en;
    wire sb_signal = mem_wr_en & (mem_byte_enble == 8'b0000_0001);
    wire sh_signal = mem_wr_en & (mem_byte_enble == 8'b0000_0011);
    wire sw_signal = mem_wr_en & (mem_byte_enble == 8'b0000_1111);
    wire sd_signal = mem_wr_en & (mem_byte_enble == 8'b1111_1111);
    wire lb_signal = mem_rd_en & (mem_byte_enble == 8'b0000_0001);
    wire lh_signal = mem_rd_en & (mem_byte_enble == 8'b0000_0011);
    wire lw_signal = mem_rd_en & (mem_byte_enble == 8'b0000_1111);
    wire ld_signal = mem_rd_en & (mem_byte_enble == 8'b1111_1111);
    always @(*) begin
        if(rst)begin
            ram_wmask   = 64'd0;
            ram_wr_data = 64'd0;
        end 
        else if(sb_signal)begin
            ram_wmask   = sb_ram_wmask  ;
            ram_wr_data = sb_ram_wr_data;
        end 
        else if(sh_signal)begin
            ram_wmask   = sh_ram_wmask  ;
            ram_wr_data = sh_ram_wr_data;
        end
        else if(sw_signal)begin
            ram_wmask   = sw_ram_wmask  ;
            ram_wr_data = sw_ram_wr_data;           
        end
        else if(sd_signal)begin
            ram_wmask   = sd_ram_wmask  ;
            ram_wr_data = sd_ram_wr_data;        
        end
        else begin
            ram_wmask   = 64'd0;
            ram_wr_data = 64'd0;
        end
    end
    always @(*) begin
        if(rst)
            mem_rd_data = 64'd0;
        else if(lb_signal)
            mem_rd_data = lb_ram_rd_data;
        else if(lh_signal)
            mem_rd_data = lh_ram_rd_data;
        else if(lw_signal)
            mem_rd_data = lw_ram_rd_data;
        else if(ld_signal)
            mem_rd_data = ld_ram_rd_data;
        else
            mem_rd_data = 64'd0;
    end
    always @(sb_signal or mem_addr[2:0] or mem_wr_data[7:0]) begin
        if(sb_signal)begin
            case(mem_addr[2:0])
                3'd0:begin 
                    sb_ram_wmask   = 64'h0000_0000_0000_00FF;
                    sb_ram_wr_data = {56'd0,mem_wr_data[7:0]};
                end
                3'd1:begin 
                    sb_ram_wmask   = 64'h0000_0000_0000_FF00;
                    sb_ram_wr_data = {48'd0,mem_wr_data[7:0],8'd0};
                end
                3'd2:begin 
                    sb_ram_wmask   = 64'h0000_0000_00FF_0000;
                    sb_ram_wr_data = {40'd0,mem_wr_data[7:0],16'd0};
                end
                3'd3:begin 
                    sb_ram_wmask   = 64'h0000_0000_FF00_0000;
                    sb_ram_wr_data = {32'd0,mem_wr_data[7:0],24'd0};
                end
                3'd4:begin 
                    sb_ram_wmask   = 64'h0000_00FF_0000_0000;
                    sb_ram_wr_data = {24'd0,mem_wr_data[7:0],32'd0};
                end
                3'd5:begin 
                    sb_ram_wmask   = 64'h0000_FF00_0000_0000;
                    sb_ram_wr_data = {16'd0,mem_wr_data[7:0],40'd0};
                end
                3'd6:begin 
                    sb_ram_wmask   = 64'h00FF_0000_0000_0000;
                    sb_ram_wr_data = {8'd0,mem_wr_data[7:0],48'd0};
                end
                3'd7:begin 
                    sb_ram_wmask   = 64'hFF00_0000_0000_0000;
                    sb_ram_wr_data = {mem_wr_data[7:0],56'd0};
                end
            endcase
        end
        else begin
            sb_ram_wmask   = 64'd0;
            sb_ram_wr_data = 64'd0;
        end
    end
    always @(sh_signal or mem_addr[2:1] or mem_wr_data[15:0]) begin
        if(sh_signal)begin
            case(mem_addr[2:1])
                2'd0:begin  
                    sh_ram_wmask   = 64'h0000_0000_0000_FFFF;
                    sh_ram_wr_data = {48'd0,mem_wr_data[15:0]};
                end
                2'd1:begin  
                    sh_ram_wmask   = 64'h0000_0000_FFFF_0000;
                    sh_ram_wr_data = {32'd0,mem_wr_data[15:0],16'd0};
                end
                2'd2:begin  
                    sh_ram_wmask   = 64'h0000_FFFF_0000_0000;
                    sh_ram_wr_data = {16'd0,mem_wr_data[15:0],32'd0};
                end
                2'd3:begin  
                    sh_ram_wmask   = 64'hFFFF_0000_0000_0000;
                    sh_ram_wr_data = {mem_wr_data[15:0],48'd0};
                end
            endcase
        end
        else begin
            sh_ram_wmask   = 64'd0;
            sh_ram_wr_data = 64'd0;
        end
    end
    always @(sw_signal or mem_addr[2] or mem_wr_data[31:0]) begin
        if(sw_signal)begin
            case(mem_addr[2])
                1'b0:begin  
                    sw_ram_wmask   = 64'h0000_0000_FFFF_FFFF;
                    sw_ram_wr_data = {32'd0,mem_wr_data[31:0]};
                end
                1'b1:begin  
                    sw_ram_wmask   = 64'hFFFF_FFFF_0000_0000;
                    sw_ram_wr_data = {mem_wr_data[31:0],32'd0};
                end
            endcase
        end
        else begin
            sw_ram_wmask   = 64'd0;
            sw_ram_wr_data = 64'd0;
        end
    end
    always @(sd_signal or mem_wr_data) begin
        if(sd_signal) begin
            sd_ram_wmask   = 64'hFFFF_FFFF_FFFF_FFFF;
            sd_ram_wr_data = mem_wr_data;
        end
        else begin
            sd_ram_wmask   = 64'd0;
            sd_ram_wr_data = 64'd0;
        end
    end
    always @(lb_signal or mem_addr[2:0] or ram_rd_data) begin
        if(lb_signal)
            case(mem_addr[2:0])
                3'd0:lb_ram_rd_data = {56'd0,ram_rd_data[ 7: 0]};
                3'd1:lb_ram_rd_data = {56'd0,ram_rd_data[15: 8]};
                3'd2:lb_ram_rd_data = {56'd0,ram_rd_data[23:16]};
                3'd3:lb_ram_rd_data = {56'd0,ram_rd_data[31:24]};
                3'd4:lb_ram_rd_data = {56'd0,ram_rd_data[39:32]};
                3'd5:lb_ram_rd_data = {56'd0,ram_rd_data[47:40]};
                3'd6:lb_ram_rd_data = {56'd0,ram_rd_data[55:48]};
                3'd7:lb_ram_rd_data = {56'd0,ram_rd_data[63:56]};
            endcase
        else 
            lb_ram_rd_data = 64'd0;
    end
    always @(lh_signal or mem_addr[2:1] or ram_rd_data) begin
        if(lh_signal)
            case(mem_addr[2:1])
                2'd0:lh_ram_rd_data = {48'd0,ram_rd_data[15: 0]};
                2'd1:lh_ram_rd_data = {48'd0,ram_rd_data[31:16]};
                2'd2:lh_ram_rd_data = {48'd0,ram_rd_data[47:32]};
                2'd3:lh_ram_rd_data = {48'd0,ram_rd_data[63:48]};
            endcase
        else
            lh_ram_rd_data = 64'd0;
    end
    always @(lw_signal or mem_addr[2] or ram_rd_data) begin
        if(lw_signal)
            case(mem_addr[2])
            1'b0:lw_ram_rd_data = {32'd0,ram_rd_data[31: 0]};
            1'b1:lw_ram_rd_data = {32'd0,ram_rd_data[63:32]};
            endcase
        else
            lw_ram_rd_data = 64'd0;
    end
    always @(ld_signal or ram_rd_data) begin
        if(ld_signal)
            ld_ram_rd_data = ram_rd_data;
        else
            ld_ram_rd_data = 64'd0;
    end
endmodule
```
`./run.sh`:
```
#!/bin/bash
# OpenROAD 26Q1-2900-gdf79404cd8, Yosys 0.63+post, stock flow scripts
make -C /OpenROAD-flow-scripts/flow DESIGN_CONFIG=/design/flow/config.mk WORK_HOME=/design/flow/orfs finish
```
==> flow_metrics.tcl <==
# yosys + openroad results
set metrics [dict create \
    finalSetupViolCount 0 \
    crit_end "ram_wr_data[41]" \
    crit_family "simple AND/OR/NAND/NOR gates" \
    drtAntennaViolNets 0 \
    ios 461 \
    worstPathArrival_ps 6290 \
    drive_gt1_share_pct 9.26 \
    n_antenna_cell 0 \
    design.seq.count 0 \
    cp_num_buf_inv 2 \
    hold_depth 0 \
    hold_path.class "in -> out" \
    gp_congestion 0.889 \
    worstSetupStartpoint "mem_byte_enble[3]" \
    path_class "in -> out" \
    grt_pass1_wl_um 41800 \
    gr-total-overflow 0 \
    synth_seq_share_pct 0 \
    vias_per_cell 4.85 \
    worstPathCellList "clkdlybuf4s50_1 -> and2_1 -> nand4_1 -> nand2b_1 -> nor2_2 -> o2bb2ai_1 -> clkdlybuf4s50_1" \
    yosysUniqueCellTypes 61 \
    place_hpwl_um 25700 \
    routed_wl_um 31200 \
    syn2layout_area_growth_pct 66.7 \
    syn-mean-instance-area_um2 6.84 \
    portBuffers 339 \
    total_power_w 0.000119 \
    regArea_um2 0 \
    synthesis.area_mm2 0.00432 \
    synth_area_leader_cell "buf_4" \
    yosysChipArea_mm2 0.00432 \
    die_h_um 193 \
    yosys-stat-cells 632 \
    hold_viol 0 \
    leakage_nw 2.43 \
    cp_common_cell "clkdlybuf4s50_1" \
    core-area_mm2 0.0296 \
    tns_ps 0 \
    routedWlPerCell_um 25.8 \
    period_used_pct 66.6 \
    status "finished, final reports clean" \
    drc_errors 0 \
    min_period_ps 8990 \
    fmax_mhz 111 \
    post_cts_buffers 0 \
    top_cells_by_count "buf_4 (124), nor2_1 (52), nand2_1 (51)" \
    worstPathRequired_ps 10800 \
    tightest_slew_ps 914 \
    initialDrtViolationCount 419 \
    gr-usage-all-layers_pct 15.5 \
    endpoint_kind "output port" \
    cp_slowest_stage_delay_ps 670 \
    top_cell "buf_4" \
    area_leaders "buf_4 (22%), mux2i_1 (8.8%), a22oi_1 (7.6%)" \
    warnings 32 \
    place_ws_ps 4570 \
    cts_hold_buf 0 \
    fin_util_pct 24.4 \
    fill_cells 3276 \
    vias 5869 \
    cp_slowest_cell "nor2_2" \
    synth.top_cell.area_share_pct 21.5 \
    cp_max_fo 16 \
    antenna_found_initial 2 \
    crit_path_start_kind "primary input" \
    die_x_um 193 \
    timing.max_cap.violations 0 \
    power_density_mw_per_mm2 16.5 \
    fin_ws_ps 4510 \
    grt_max_degree 56 \
    ir_drop_mv 0.00989 \
    nClkBuffers 0 \
    cp.depth 7 \
    drt-pass1-iter-count 5 \
    post_cts_resized 0 \
    std_cell_rows 63 \
    die_area_mm2 0.0372 \
    grt_pass1_vias 5951 \
    rsz0062_at_grt "no" \
    ys_warn_count 1 \
    fp_util_pct 14.6 \
    slew_headroom_pct 38.6 \
    syn_inst 632 \
    maxSlewViolCount 0 \
    holdWs_ps 5400 \
]
-- metrics by stage --
stage	cell area, µm²	cells
3_3_place_gp	7210	1211
4_1_cts	7210	1211
2_1_floorplan	4320	632
6_report	7210	1211
5_1_grt	7210	1211
3_5_place_dp	7210	1211
-- cell type report --
cell class / count / area (µm²) / share of cell area [%]
well taps: 390 / 488 / 6.77
inverters: 7 / 26.3 / 0.365
multi-input cells: 456 / 3180 / 44.1
repair buffers: 358 / 3520 / 48.8
-- layer usage --
metal  vias up  part of all wire [%]  global-route usage (%)
met3        75                    11                    5.25
met1      2744                    37                    17.3
met2       439                    47                    26.8
met4         4                   4.2                    5.77
li1       2607                     -                       -
met5         -                 0.070                       0
-- power by group --
group / switching [W] / internal (W) / leakage [nW]
clock: 0 / 0 / 0
sequential: 0 / 0 / 0
combinational: 0.0000590 / 0.0000599 / 2.43
total: 0.0000590 / 0.0000599 / 2.43
-- placed cells by master (no fill, tap or decap), types with 3 or more instances in the layout --
cell type / n
buf_4: 19
o2bb2ai_1: 16
a22oi_1: 44
and3_1: 33
a22o_1: 7
a21oi_1: 35
and2_1: 11
nand4_1: 4
a221oi_1: 5
mux4_2: 4
nor4_2: 3
nand2_1: 51
or3_1: 4
a21oi_2: 9
a32o_1: 4
inv_1: 6
clkdlybuf4s50_1: 335
nor2_1: 52
nand3_1: 11
nor3_1: 10
mux2_2: 13
buf_2: 4
or2_2: 3
a221o_1: 7
o22ai_1: 5
a211oi_2: 8
a222oi_1: 3
o21ai_0: 8
a2bb2oi_1: 5
nor2b_1: 16
o221ai_1: 6
nor3b_1: 5
nand2b_1: 4
mux2i_1: 38
-- logic make-up (layout without fill, tap and decap cells) --
family	count (synthesis)	count (layout)	share of synthesized area [%]
simple gates	225	225	27.5
mux	55	55	14.3
buf+inv	176	365	26.6
compound gates	176	176	31.6
-- worst min path at each step --
stage / startpoint / end / slack [ps]
after CTS: mem_addr[10] / ram_addr[10] / 5400
after global routing: mem_addr[12] / ram_addr[12] / 5400
final: mem_addr[10] / ram_addr[10] / 5400
Power and IR drop assume default switching activity.
